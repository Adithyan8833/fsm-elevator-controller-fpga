### flow/constraint.sdc
current_design elevator_top

set clk_period 2.9
set clk_io_pct 0.2

create_clock -name clk0 -period $clk_period [get_ports {clk}]

set non_clock_inputs [all_inputs -no_clocks]
set_input_delay [expr $clk_period * $clk_io_pct] -clock clk0 $non_clock_inputs
set_output_delay [expr $clk_period * $clk_io_pct] -clock clk0 [all_outputs]
### flow/config.mk
export PLATFORM = sky130hd
export DESIGN_NAME = elevator_top
export DESIGN_NICKNAME = elevator_top
export VERILOG_FILES = /design/flow/design.v
export SDC_FILE = /design/flow/constraint.sdc
export NUM_CORES = 4
export LEC_CHECK = 1
export CORE_AREA = 10 10 94 94
export DIE_AREA = 0 0 104 104
### flow/design.v
module comparator(
  input [1:0] req_floor,
  input [1:0] curr_floor,
  output wire UP,
  output wire DOWN,
  output wire EQ
  );
  assign UP = (req_floor > curr_floor);
  assign DOWN = (req_floor < curr_floor);
  assign EQ = (req_floor == curr_floor);
endmodule
module door_timer(
  input clk,
  input reset,
  input door_open,
  output reg T
  );  
 localparam COUNT_MAX = 100;
 reg [6:0] count;
 always @(posedge clk or posedge reset)
 begin
    if (reset) begin
        count <= 0;
        T <= 0;
    end
    else begin
        if (door_open) begin
            if (count == COUNT_MAX) begin
                count <= 0;
                T <= 1;
            end
            else begin
                count <= count + 1;
                T <= 0;
            end
        end
        else begin
            count <= 0;
            T <= 0;
        end
    end
 end
endmodule
module elevator_fsm(
  input clk,
  input reset,
  input UP,
  input DOWN,
  input EQ,
  input T,
  output reg motor_up,
  output reg motor_down,
  output reg door_open,
  output reg [1:0] current_state
  );
  parameter IDLE      =2'b00;
  parameter MOVE_UP   =2'b01;
  parameter MOVE_DOWN = 2'b10;
  parameter DOOR_OPEN = 2'b11;
  reg [1:0] next_state;
  always @(posedge clk or posedge reset)
  begin
    if(reset)
      current_state <= IDLE;
    else
      current_state <= next_state;
    end
  always @(*)
  begin
    next_state = current_state;
      case(current_state)
      IDLE:
      begin
        if(UP)
          next_state = MOVE_UP;
        else if (DOWN)
          next_state = MOVE_DOWN;
        else
          next_state = IDLE;
      end
      MOVE_UP:
      begin
        if (EQ)
          next_state = DOOR_OPEN;
      end
      MOVE_DOWN:
      begin
        if (EQ)
          next_state = DOOR_OPEN;
      end
      DOOR_OPEN:
      begin
        if (T)
          next_state = IDLE;
      end
      endcase
    end
 always @(*)
 begin
   motor_up = 0;
   motor_down = 0;
   door_open = 0;
   case (current_state)
     MOVE_UP:
      motor_up =1;
     MOVE_DOWN:
      motor_down =1;
     DOOR_OPEN:
      door_open =1;
   endcase
 end
endmodule
module elevator_top(
  input clk,
  input reset,
  input [1:0] req_floor,
  output motor_up,
  output motor_down,
  output door_open,
  output [1:0] curr_floor
  );
  wire UP;
  wire DOWN;
  wire EQ;
  wire [1:0] current_state;
  comparator u_cmp(
     .req_floor(req_floor),
     .curr_floor(curr_floor),
     .UP(UP),
     .DOWN(DOWN),
     .EQ(EQ)
    );
    wire T;
  door_timer u_timer (
    .clk(clk),
    .reset(reset),
    .door_open(door_open),
    .T(T)
    );
  elevator_fsm u_fsm(
      .clk(clk),
      .reset(reset),
      .UP(UP),
      .DOWN(DOWN),
      .EQ(EQ),
      .T(T),
      .motor_up(motor_up),
      .motor_down(motor_down),
      .door_open(door_open),
      .current_state(current_state)
    );
  floor_counter u_cntr(
       .clk(clk),
       .reset(reset),
       .current_state(current_state),
       .curr_floor(curr_floor)
    );
endmodule  
module floor_counter(
  input clk,
  input reset,
  input [1:0] current_state,
  output reg [1:0] curr_floor
);
  localparam IDLE      = 2'b00;
  localparam MOVE_UP   = 2'b01;
  localparam MOVE_DOWN = 2'b10;
  localparam DOOR_OPEN = 2'b11;
  reg [5:0] delay_timer; 
  localparam TRAVEL_TIME = 50; 
  always @(posedge clk or posedge reset) begin
    if (reset) begin
      curr_floor <= 2'b00;
      delay_timer <= 0;
    end 
    else begin
      case (current_state)
        MOVE_UP, MOVE_DOWN: begin
          if (delay_timer == TRAVEL_TIME) begin
            delay_timer <= 0;
            if (current_state == MOVE_UP)
              curr_floor <= curr_floor + 1;
            else
              curr_floor <= curr_floor - 1;
          end 
          else begin
            delay_timer <= delay_timer + 1;
          end
        end
        IDLE, DOOR_OPEN: begin
          delay_timer <= 0;  
        end
        default: begin
          delay_timer <= 0;
        end
      endcase
    end
  end
endmodule
### flow/run.sh
#!/bin/bash
# OpenROAD 26Q1-2900-gdf79404cd8, Yosys 0.63+post, stock flow scripts
make -C /OpenROAD-flow-scripts/flow DESIGN_CONFIG=/design/flow/config.mk WORK_HOME=/design/flow/orfs finish
==> out/metrics.cfg <==
[outcome]
status=completed

[synthesis]
syn-cell-area_sq_um=938
synth-seq-cells=20
ys_top_cells_by_count=dfrtp_1 (19), nor2_1 (11), inv_1 (8), ha_1 (6), nand3_1 (6)
edf_count=0
yosysUniqueCellTypes=27
ys_top_cells_by_area=dfrtp_1 (51%), ha_1 (8.0%), xor2_1 (4.7%)
yosys_warnings=3
async_flop_share=1.00
ys_chip_area_sq_um=938
synth_top_area_share=0.507
ff_type=dfrtp_1
ys_cells=89
syn_inst=89
largest_area_cell=dfrtp_1
ys_seq_frac=0.535
top_cell=dfrtp_1
synth.avg_cell_area_sq_um=10.5

[power]
p_switching_mw=0.0952
leakage_nw=0.479
power_density_nw_per_um2=419
irDropWorstVdd_v=0.000188
p_clk_frac=0.415
pwr-share-comb=0.027
cell_internal_pwr_mw=0.404
pwr-share-seq=0.558
p_sw_frac=0.191

[final_timing]
tns_ns=0
finalSetupViolCount=0
layout_worst_path_cycle_share=0.615
tightest_slew_ns=0.768
clock_skew_ns=0.00650
slew_headroom=0.487
timing.final.crit_period_ns=1.78
rsz0062_at_grt=false
maxSlewViolCount=0
timing.final.hold_violations=0
max_freq_mhz=560

[floorplanning]
ioPinCount=9
die_h_um=104
fp-utilization=0.137
row_count=30
chip_area_sq_um=10800
core_area_sq_um=6830
die_w_um=104

[clock_tree]
clkTransAtPathRegs_ns=0.07
cts.sinks=20
postCtsHoldBufs=0
htree_levels=1
clk_path_buf_depth=2
cts-root-buf=clkbuf_8
post_cts_resized=0
postCtsSetupBuffers=0
cts_tree=built
insertion_delay_ns=0.25
cts_buffers=3

[setup_path]
slowest_delay_ns=0.51
crit_type=register to output pin
cp-start-kind=register
endpoint_kind=output pin
cp_max_fo=6
cp_top_family=buffers and inverters
critPathBufInv=1
cp_slowest_cell=clkdlybuf4s50_1
crit_path_cell_trace=clkdlybuf4s50_1
ff2ff_setup_slack_ns=1.45
rr_worst_depth=5
crit_required_ns=2.32
arrival_ns=1.20
worst-path-stages=1

[grt]
grt_usage=0.0313
grt_overflow=0
grt_pass1_wl_um=2960
grt_max_degree=21
grt_antenna_before_repair=0
grt_pass1_vias=663

[final_layout]
final_layout_size_suffix_gt1_frac=0.0693
syn_to_final_growth_pct=27.2
fin_area_sq_um=1190

[place]
port_buffers=8
post-dp-hpwl_um=1170
gp_congestion=0.746
dpl-instance-area_sq_um=1140

[detailed_routing]
routed_wl_um=1580
drt_iter0_drc=29
vias=635
ant_nets=0
antenna-diode-count=0
wl_per_cell_um=8.00
vias_per_cell=3.22
first_pass_iters=4
drc=0

[min_path]
hp-class=register to register
hold-path-cell-count=1

[run]
warning_count=27
maxCapViolations=0

cell families (layout without fill, tap and decap cells):
group                      Yosys count  in the layout  synth area share
AOI/OAI and AO/OA                   15             15             0.112
xor gates and xnor gates             8              8            0.0747
adders and majority gates            6              6            0.0800
buffers and inverters                8             20            0.0320
DFF                                 20             20             0.535
and+or+nand+nor                     32             32             0.167
power by group through the flow:
stage | clock (mW) | sequential, mW | combinational, mW
4_1_cts | 0.218 | 0.279 | 0.0143
5_1_grt | 0.230 | 0.279 | 0.0162
6_report | 0.207 | 0.279 | 0.0134
final cells by class:
cell class / instances / area (sq um)
fill: 771 / 5640
sequential: 20 / 502
multi-input combinational: 61 / 407
tap: 96 / 120
timing repair buffer: 8 / 80.1
clock buffer: 4 / 55.1
inverter: 8 / 30.0
cell usage in the layout, fill, tap and decap left out, types with 3 or more instances in the layout:
| cell | n |
|---|---|
| a21oi_1 | 4 |
| clkbuf_8 | 4 |
| clkdlybuf4s50_1 | 8 |
| dfrtp_1 | 19 |
| ha_1 | 6 |
| inv_1 | 8 |
| nand2_1 | 5 |
| nand3_1 | 6 |
| nor2_1 | 11 |
| o21ai_0 | 3 |
| or3_1 | 3 |
| xnor2_1 | 3 |
| xor2_1 | 5 |
sequential cells by signal, summed over array words and instances, names as in the netlist:
name,count
u_timer.count,7
u_cntr.delay_timer,6
u_fsm.current_state,4
u_cntr.curr_floor,2
u_timer.T,1
metal layers:
| layer | part of all wire | track usage |
|---|---|---|
| met5 | 0 | 0 |
| met2 | 0.38 | 0.0450 |
| met1 | 0.55 | 0.0433 |
| met4 | 0.0044 | 0.00298 |
| met3 | 0.068 | 0.0144 |
metrics by stage:
step | instances | worst slack (ns) | util | total power [mW] | hold WS, ns
floorplan | 89 | 1.61 | - | 0.292 | 0.434
finish | 197 | 1.12 | 0.175 | 0.500 | 0.460
CTS | 197 | 1.09 | 0.175 | 0.511 | 0.460
global route | 197 | 1.02 | 0.175 | 0.525 | 0.498
global placement | 193 | 1.10 | 0.167 | 0.298 | 0.449
detailed placement | 193 | 1.10 | 0.167 | 0.298 | 0.451
final timing paths:
kind / from / endpoint
worst min-delay path: u_timer.T$_DFF_PP0_ / u_fsm.current_state[3]$_DFF_PP0_
worst min register to register: u_timer.T$_DFF_PP0_ / u_fsm.current_state[3]$_DFF_PP0_
worst max register to register: u_cntr.delay_timer[0]$_DFF_PP0_ / u_cntr.delay_timer[3]$_DFF_PP0_
max in group asynchronous: reset / u_fsm.current_state[2]$_DFF_PP0_
worst max-delay path: u_fsm.current_state[3]$_DFF_PP0_ / door_open
min in group asynchronous: reset / u_timer.count[1]$_DFF_PP0_
Power figures rest on the tool's default switching activity, not on a simulated workload.
